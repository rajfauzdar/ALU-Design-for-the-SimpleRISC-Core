<file path="/design/flow/config.mk">
export PLATFORM = sky130hd
export DESIGN_NAME = Division
export DESIGN_NICKNAME = Division
export VERILOG_FILES = /design/flow/design.v
export SDC_FILE = /design/flow/constraint.sdc
export NUM_CORES = 4
export LEC_CHECK = 1
export CORE_UTILIZATION = 50
</file>
<file path="/design/flow/constraint.sdc">
current_design Division

set clk_period 369.7
set clk_io_pct 0.2

create_clock -name clk0 -period $clk_period

set non_clock_inputs [all_inputs -no_clocks]
set_input_delay [expr $clk_period * $clk_io_pct] -clock clk0 $non_clock_inputs
set_output_delay [expr $clk_period * $clk_io_pct] -clock clk0 [all_outputs]
</file>
<file path="/design/flow/design.v">
`timescale 1ns/1ps
module Xor(
 input wire [31:0] a,
 input wire [31:0] b,
 output wire [31:0] z
);
assign z=a^b;
endmodule
module And(
input wire [31:0] a,
input wire [31:0] b,
output wire [31:0] z
);
assign z=a&b;
endmodule
module Or(
input wire [31:0] a,
input wire [31:0] b,
output wire [31:0] z
);
assign z=a|b;
endmodule
module Not(
input wire [31:0] a,
output wire [31:0] z
);
assign z=~a;
endmodule
module Arith_Shift_Right
(
input wire [31:0] a,
input wire [31:0] b,
output wire [31:0] z
);
wire [31:0] s0,s1,s2,s3;
assign s0=b[0]? { a[31], a[31:1] } : a;
assign s1=b[1]? { {2{s0[31]}}, s0[31:2] } : s0;
assign s2=b[2]? { {4{s1[31]}}, s1[31:4] } : s1;
assign s3=b[3]? { {8{s2[31]}}, s2[31:8] } : s2;
assign z=b[4]? { {16{s3[31]}}, s3[31:16] } : s3;
endmodule
module Logic_Shift_Right
(
input wire [31:0] a,
input wire [31:0] b,
output wire [31:0] z
);
wire [31:0] s0,s1,s2,s3;
assign s0 = b[0] ? { 1'b0, a[31:1] } : a;
assign s1 = b[1] ? { 2'b00, s0[31:2] } : s0;
assign s2 = b[2] ? { 4'b0000, s1[31:4] } : s1;
assign s3 = b[3] ? { 8'b00000000, s2[31:8] } : s2;
assign z  = b[4] ? { 16'b0000000000000000, s3[31:16] } : s3;
endmodule
module Logic_Shift_Left
(
input wire [31:0] a,
input wire [31:0] b,
output wire [31:0] z
);
wire [31:0] s0,s1,s2,s3;
assign s0 = b[0] ? { a[30:0], 1'b0 } : a;
assign s1 = b[1] ? { s0[29:0] , 2'b00 } : s0;
assign s2 = b[2] ? { s1[27:0] , 4'b0000 } : s1;
assign s3 = b[3] ? { s2[23:0] , 8'b00000000 } : s2;
assign z  = b[4] ? { s3[15:0] , 16'b0000000000000000 } : s3;
endmodule
module adder #( 
    parameter N = 32
)(
    input wire [N-1:0] a,
    input wire [N-1:0] b,
    input wire cin,
    output wire [N-1:0] sum
);
wire [N-1:0] g;
wire [N-1:0] p;
genvar i;
generate
    for (i = 0 ;i < N ; i=i+1 ) begin 
        assign g[i] = a[i] & b[i];
        assign p[i] = a[i] ^ b[i];
    end
endgenerate
localparam Stages = 5 ;
wire [N-1:0] G [0:Stages];
wire [N-1:0] P [0:Stages];
generate
    for (i = 0 ; i < N ; i=i+1 ) begin
        assign G[0][i] = g[i];
        assign P[0][i] = p[i];
    end
endgenerate
genvar stage;
generate
    for (stage = 1;stage <= Stages ; stage = stage +1 ) begin
        localparam integer dist = 1 << (stage-1);
        for (i = 0 ;i<N ;i=i+1 ) begin
            if(i >= dist) begin
              assign G[stage][i] = G[stage-1][i] | (P[stage-1][i] & G[stage-1][i-dist]);
              assign P[stage][i] = P[stage-1][i] & P[stage-1][i-dist];
            end
            else begin
              assign G[stage][i] = G[stage-1][i];
              assign P[stage][i] = P[stage-1][i];
            end
        end
    end
endgenerate
wire[N:0] carry;
assign carry[0] = cin;
generate
    for (i = 0 ; i<N ;i=i+1 ) begin
        assign carry[i+1] = G[Stages][i] | (P[Stages][i] & carry[0]);
    end
endgenerate
generate
    for (i = 0 ;i<N ;i=i+1 ) begin
        assign sum[i] = p[i] ^ carry[i];
    end
endgenerate
endmodule
module subtraction(
input wire [31:0] a,
input wire [31:0] b,
output wire [31:0] z
);
wire [31:0] temp0;
Not onecomp(
.a(b),
.z(temp0)
);
adder sub(
.a(a),
.b(temp0),
.cin(1'b1),
.sum(z)
);
endmodule
module setlessthan(
input wire [31:0] a,
input wire [31:0] b,
output wire [31:0] z
);
  wire [31:0] diff;
  subtraction sub(
  .a(a),
  .b(b),
  .z(diff)
  );
  wire diffsign;
  assign diffsign=(a[31]^b[31]);
  assign z[0] = (diffsign)? a[31] : diff[31];
endmodule
module Not_64(
input wire [63:0] a,
output wire [63:0] z
);
assign z=~a;
endmodule
module Logic_Shift_Left_64
(
input wire [63:0] a,
input wire [63:0] b,
output wire [63:0] z
);
wire [63:0] s0,s1,s2,s3,s4;
assign s0 = b[0] ? { a[62:0], 1'b0 } : a;
assign s1 = b[1] ? { s0[61:0] , 2'b00 } : s0;
assign s2 = b[2] ? { s1[59:0] , 4'b0000 } : s1;
assign s3 = b[3] ? { s2[55:0] , 8'b00000000 } : s2;
assign s4  = b[4] ? { s3[47:0] , 16'b0000000000000000 } : s3;
assign z  = b[5] ? { s4[31:0] , 32'b00000000000000000000000000000000 } : s4;
endmodule
module adder_64 #( 
    parameter N = 64
)(
    input wire [N-1:0] a,
    input wire [N-1:0] b,
    input wire cin,
    output wire [N-1:0] sum
);
wire [N-1:0] g;
wire [N-1:0] p;
genvar i;
generate
    for (i = 0 ;i < N ; i=i+1 ) begin 
        assign g[i] = a[i] & b[i];
        assign p[i] = a[i] ^ b[i];
    end
endgenerate
localparam Stages = 6 ;
wire [N-1:0] G [0:Stages];
wire [N-1:0] P [0:Stages];
generate
    for (i = 0 ; i < N ; i=i+1 ) begin
        assign G[0][i] = g[i];
        assign P[0][i] = p[i];
    end
endgenerate
genvar stage;
generate
    for (stage = 1;stage <= Stages ; stage = stage +1 ) begin
        localparam integer dist = 1 << (stage-1);
        for (i = 0 ;i<N ;i=i+1 ) begin
            if(i >= dist) begin
              assign G[stage][i] = G[stage-1][i] | (P[stage-1][i] & G[stage-1][i-dist]);
              assign P[stage][i] = P[stage-1][i] & P[stage-1][i-dist];
            end
            else begin
              assign G[stage][i] = G[stage-1][i];
              assign P[stage][i] = P[stage-1][i];
            end
        end
    end
endgenerate
wire[N:0] carry;
assign carry[0] = cin;
generate
    for (i = 0 ; i<N ;i=i+1 ) begin
        assign carry[i+1] = G[Stages][i] | (P[Stages][i] & carry[0]);
    end
endgenerate
generate
    for (i = 0 ;i<N ;i=i+1 ) begin
        assign sum[i] = p[i] ^ carry[i];
    end
endgenerate
endmodule
module csa_3to2(
input wire[63:0] a,
input wire [63:0] b,
input wire [63:0] c,
output wire [63:0] sum,
output wire [63:0] carry
);
    assign sum = a ^ b ^ c;
    assign carry = ((a & b) | (b & c) | (a & c)) << 1;
endmodule
module multiplication(
    input  [31:0] a,
    input  [31:0] b,
    output [31:0] z
);
    wire signed [63:0] partial_prod [0:15];
    wire [32:0] b_ext;
    wire signed [63:0] A_ext;
    wire signed [63:0] m0, m1, m2, mneg1, mneg2;
    integer i;
    reg [2:0] trip;
    reg signed [63:0] sel[0:15];
    assign b_ext  = {1'b0, b};
    assign A_ext  = {{32{a[31]}}, a};
    wire [63:0] neg_a,twocomp_a;
    Not_64 neg(
    .a(A_ext),
    .z(neg_a)
    );
    adder_64 #(.N(64)) add_unit 
    (.a(neg_a),
     .b(64'd1),
     .cin(1'b0),
     .sum(twocomp_a)
     );
    wire signed [63:0] A_ext2;
    assign A_ext2 = A_ext<<1;
    wire [63:0] neg_a2,twocomp_a2;
    wire c_out_tmp2;
    Not_64 neg2(
    .a(A_ext2),
    .z(neg_a2)
    );
    adder_64 #(.N(64)) add_unit2 
    (.a(neg_a2),
     .b(64'd1),
     .cin(1'b0),
     .sum(twocomp_a2)
     );
    assign m0     = 64'sd0;
    assign m1     = A_ext;
    assign m2     = A_ext2;
    assign mneg1  = twocomp_a;
    assign mneg2  = twocomp_a2;
    always @(*) begin
        for (i = 0; i < 16; i = i + 1) begin
            if (2*i-1 >= 0)
                trip = {b_ext[2*i+1], b_ext[2*i], b_ext[2*i-1]};
            else
                trip = {b_ext[2*i+1], b_ext[2*i], 1'b0};
            case (trip)
                3'b000, 3'b111: sel[i] = m0;
                3'b001, 3'b010: sel[i] = m1;
                3'b011:         sel[i] = m2;
                3'b100:         sel[i] = mneg2;
                3'b101, 3'b110: sel[i] = mneg1;
                default:        sel[i] = m0;
            endcase
        end
    end
    genvar j;
    generate
        for (j = 0; j < 16; j = j + 1)
         begin
            Logic_Shift_Left_64 shift_inst(
                .a(sel[j]),
                .b(64'd2*j),
                .z(partial_prod[j])
            );
        end
    endgenerate
    wire [63:0] sum1 [4:0];
    wire [63:0] carry1 [4:0];
    wire [63:0] rem1 = partial_prod[15];
    generate
        for (j = 0; j < 5; j = j + 1) begin : stage1
            csa_3to2 csa_inst(
                .a(partial_prod[3*j]),
                .b(partial_prod[3*j+1]),
                .c(partial_prod[3*j+2]),
                .sum(sum1[j]),
                .carry(carry1[j])
            );
        end
    endgenerate
    wire [63:0] stage2_in [10:0];
    assign stage2_in[0]  = sum1[0];
    assign stage2_in[1]  = carry1[0];
    assign stage2_in[2]  = sum1[1];
    assign stage2_in[3]  = carry1[1];
    assign stage2_in[4]  = sum1[2];
    assign stage2_in[5]  = carry1[2];
    assign stage2_in[6]  = sum1[3];
    assign stage2_in[7]  = carry1[3];
    assign stage2_in[8]  = sum1[4];
    assign stage2_in[9]  = carry1[4];
    assign stage2_in[10] = rem1;
    wire [63:0] sum2 [2:0];
    wire [63:0] carry2 [2:0];
    wire [63:0] rem2a = stage2_in[9];
    wire [63:0] rem2b = stage2_in[10];
    generate
        for (j = 0; j < 3; j = j + 1) begin : stage2
            csa_3to2 csa_inst2(
                .a(stage2_in[3*j]),
                .b(stage2_in[3*j+1]),
                .c(stage2_in[3*j+2]),
                .sum(sum2[j]),
                .carry(carry2[j])
            );
        end
    endgenerate
    wire [63:0] stage3_in [7:0];
    assign stage3_in[0] = sum2[0];
    assign stage3_in[1] = carry2[0];
    assign stage3_in[2] = sum2[1];
    assign stage3_in[3] = carry2[1];
    assign stage3_in[4] = sum2[2];
    assign stage3_in[5] = carry2[2];
    assign stage3_in[6] = rem2a;
    assign stage3_in[7] = rem2b;
    wire [63:0] sum3 [1:0];
    wire [63:0] carry3 [1:0];
    wire [63:0] rem3a = stage3_in[6];
    wire [63:0] rem3b = stage3_in[7];
    generate
        for (j = 0; j < 2; j = j + 1) begin : stage3
            csa_3to2 csa_inst3(
                .a(stage3_in[3*j]),
                .b(stage3_in[3*j+1]),
                .c(stage3_in[3*j+2]),
                .sum(sum3[j]),
                .carry(carry3[j])
            );
        end
    endgenerate
    wire [63:0] stage4_in [5:0];
    assign stage4_in[0] = sum3[0];
    assign stage4_in[1] = carry3[0];
    assign stage4_in[2] = sum3[1];
    assign stage4_in[3] = carry3[1];
    assign stage4_in[4] = rem3a;
    assign stage4_in[5] = rem3b;
    wire [63:0] sum4 [1:0];
    wire [63:0] carry4 [1:0];
    generate
        for (j = 0; j < 2; j = j + 1) begin : stage4
            csa_3to2 csa_inst4(
                .a(stage4_in[3*j]),
                .b(stage4_in[3*j+1]),
                .c(stage4_in[3*j+2]),
                .sum(sum4[j]),
                .carry(carry4[j])
            );
        end
     endgenerate
     wire [63:0] stage5_in [3:0];
     assign stage5_in[0] = sum4[0];
     assign stage5_in[1] = carry4[0];
     assign stage5_in[2] = sum4[1];
     assign stage5_in[3] = carry4[1];   
     wire [63:0] sum5,carry5;
     csa_3to2 csa_stage5(
        .a(stage5_in[0]),
        .b(stage5_in[1]),
        .c(stage5_in[2]),
        .sum(sum5),
        .carry(carry5)
    );   
    wire [63:0] finalsum,finalcarry;
    csa_3to2 csa_stage6(
        .a(sum5),
        .b(carry5),
        .c(stage5_in[3]),
        .sum(finalsum),
        .carry(finalcarry)
    );
    wire [31:0] useless_msb;
    adder_64 #(.N(64)) final_add_unit 
    (.a(finalsum),
     .b(finalcarry),
     .cin(1'b0),
     .sum({useless_msb,z})
     );
endmodule
module division (
    input  wire [31:0] a,        
    input  wire [31:0] b,        
    output reg  [31:0] quotient,
    output reg  [31:0] remainder
);
    reg [31:0] abs_a, abs_b;
    reg [31:0] q_tmp, r_tmp;
    reg sign_q, sign_r;
    integer i;
    always @(*) begin
        quotient  = 32'b0;
        remainder = 32'b0;
        if (b == 0) begin
            quotient  = 32'h7FFFFFFF;  
            remainder = a;
        end
        else begin
            sign_q = a[31] ^ b[31];
            sign_r = a[31];
            abs_a = a[31] ? (~a + 1'b1) : a;
            abs_b = b[31] ? (~b + 1'b1) : b;
            q_tmp = 0;
            r_tmp = 0;
            for (i = 31; i >= 0; i = i - 1) begin
                r_tmp = (r_tmp << 1) | (abs_a[i]);
                if (r_tmp >= abs_b) begin
                    r_tmp = r_tmp - abs_b;
                    q_tmp[i] = 1'b1;
                end
            end
            quotient  = sign_q ? (~q_tmp + 1'b1) : q_tmp;
            remainder = sign_r ? (~r_tmp + 1'b1) : r_tmp;
        end
    end
endmodule
module Pass (
input wire [31:0]b,
output wire[31:0] z
);
assign z=b;
endmodule
module Division(
input wire [31:0]a,
input wire [31:0]b,
output wire[31:0] z
);
wire [31:0] useless_rem;
division div(
.a(a),
.b(b),
.quotient(z),
.remainder(useless_rem)
);
endmodule
module Mod(
input wire [31:0]a,
input wire [31:0]b,
output wire[31:0] z
);
wire [31:0] useless_quot;
division div(
.a(a),
.b(b),
.quotient(useless_quot),
.remainder(z)
);
endmodule
module alu(
    input  wire [31:0] a,
    input  wire [31:0] b,
    input  wire [3:0]  op,
    output reg  [31:0] y,
    output wire        zero
);
wire [31:0] add_res,sub_res,and_res,or_res,xor_res,slt_res,sll_res,srl_res,sra_res,pass_res,not_res,mul_res,div_res,mod_res;
           adder #(.N(32)) add_inst (
                .a(a),
                .b(b),
                .cin(1'b0),
                .sum(add_res)
            );
            subtraction sub_inst (
                .a(a),
                .b(b),
                .z(sub_res)
            );
            And and_inst(
               .a(a),
               .b(b),
               .z(and_res)            
            );
            Or or_inst(
               .a(a),
               .b(b),
               .z(or_res)            
            );
            Xor xor_inst(
               .a(a),
               .b(b),
               .z(xor_res)            
            );
            setlessthan slt_inst (
                .a(a),
                .b(b),
                .z(slt_res)
            );
            Logic_Shift_Left sll_inst (
                .a(a),
                .b(b),
                .z(sll_res)
            );  
            Logic_Shift_Right srl_inst (
                .a(a),
                .b(b),
                .z(srl_res)
            );
            Arith_Shift_Right sra_inst (
                .a(a),
                .b(b),
                .z(sra_res)
            );
            Pass pass_inst (
                .b(b),
                .z(pass_res)
            );
             Not not_inst(
               .a(b),
               .z(not_res)            
            );
            multiplication mul_inst (
                .a(a),
                .b(b),
                .z(mul_res)
            );
            division div_inst (
                .a(a),
                .b(b),
                .quotient(div_res)
            );
            Mod mod_inst (
                .a(a),
                .b(b),
                .z(mod_res)
            );        
    always @(*) begin
        case (op)
            4'd0: y = add_res;
            4'd1: y = sub_res;
            4'd2: y = and_res;
            4'd3 : y = or_res;
            4'd4: y = xor_res;
            4'd5: y = slt_res;
            4'd6: y = sll_res;
            4'd7: y = srl_res;
            4'd8: y = sra_res;
            4'd10: y = not_res;
            4'd9:y = pass_res;
            4'd11: y = mul_res;
            4'd12: y = div_res;
            4'd13: y = mod_res;
            default:   y = 32'd0;
        endcase
    end
    assign zero = (y == 32'd0);
endmodule
</file>
<file path="/design/flow/run.sh">
#!/bin/bash
# OpenROAD 26Q1-2900-gdf79404cd8, Yosys 0.63+post, stock flow scripts
make -C /OpenROAD-flow-scripts/flow DESIGN_CONFIG=/design/flow/config.mk WORK_HOME=/design/flow/orfs finish
</file>
==> metrics.cfg <==
[grt]
grt_first_pass_wirelength_um=442000
grt_usage_pct=46.9
grt_pass1_vias=67800
grt_max_degree=59
antenna_found_initial=12
grt_overflow_total=0

[final_timing]
fin_ws_ns=106.22
fin_setup_tns_ns=0
maxSlewViolCount=0
period_minus_slack_ns=263.48
tightest_slew_ns=1.46
maxSlewHeadroom_pct=2.63
period_used_pct=71.3
rsz0062_at_grt=false
hold_viol=0
setup_violations=0
max_freq_ghz=0.00380
hold_slack_ns=149.16

[logic_synthesis]
synthMuxAreaShare_pct=3.12
postSynthAreaPerCell_um2=6.70
netlist_area_um2=62900
synth_top_area_share_pct=19.8
synth_cell_type_count=107
yosys.area_share.aoi_pct=37.2
ys_cells=9382
xor_share_pct=11.4
ys_sh_adder_pct=20.8
synth_top_cell_by_area=ha_1
ys_sh_simple_pct=23.6
yosysWarnings=1
top_logic_kind=AND-OR/OR-AND gates
ys_seq_share_pct=0
topCellsByArea=ha_1, a21oi_1, xnor2_1
synthCells=9382
yosys-stat-area_um2=62900

[detailed_routing]
wl_met3_um=35900
wire_per_inst_um=27.7
drc=0
avgViaCountPerCell=6.93
wl_met1_um=121000
routed_wl_um=306000
highest_layer=met5
drtIter0Drc=9482
firstDrtPassIters=7
vias=76500
wl_met2_um=123000
final_antenna_net_count=0

[critical_path]
cp.arrival_ns=189.54
cpMaxStageDelayCell=a2111oi_0
cp_common_cell=ha_1
critPathMaxStageDelay_ns=1.03
worstSetupStartpointType=input pin
critPathMaxFanout=55
critPathRequiredTime_ns=295.76
critical_path_class=in -> out
end_kind=output port

[cts]
cts.repair.resized=0
cts_setup_buffers=0
holdBufCountCts=0

[layout]
flop-count=0
stdcell_area_um2=67000
drive_gt1_share_pct=5.91
seq_area_um2=0
area_growth_syn_to_layout_pct=6.65
post_layout_nonfiller_instances=11000
fin_util_pct=54.0
nClkBuffers=0

[floorplanning]
ioPinCount=96
coreArea_um2=124000
chipArea_um2=127000
fp_util_pct=50.6
dieWidth_um=357
die_y_um=357
rows=129

[run]
drv_cap=0
tool_warnings=32

[placement]
gp_congestion=1.12
post-place-ws_ns=111.43
place_area_um2=67000
place.port_buffers=96
post-dp-hpwl_um=244000
dpl.cell_count=11000

[worst_hold_path]
hp-class=in -> out

[power]
leakagePower_nw=32.4
ir_drop_uv=42.3
p_per_area_nw_per_um2=7.73
finalPower_uw=518

[run_status]
outcome=completed

-- kinds of logic (layout without fill, tap and decap cells) --
logic type                 after synthesis  count (layout)
and+or+nand+nor                       3152            3152
buffers and inverters                  651             662
xor gates and xnor gates               818             818
adders and majority gates             1027            1027
AOI/OAI and AO/OA                     3553            3553
other                                    0              10
muxes                                  181             181
-- critical path: cells and delay by family --
kind | cells | cell delay [ns]
simple gates | 80 | 23.20
fa+ha+maj | 33 | 12.03
buf+inv | 44 | 13.89
xor+xnor | 2 | 0.40
mux | 4 | 1.73
compound gates | 211 | 63.90
-- Yosys cell counts, types with 50 or more instances --
library cell,n
a211oi_1,125
a21boi_0,50
a21o_1,473
a21oi_1,968
a31oi_1,166
and2_1,56
and3_1,90
buf_1,67
clkbuf_1,214
ha_1,997
inv_1,361
mux2_2,109
mux2i_1,70
nand2_1,1039
nand2b_1,107
nand3_1,216
nand4_1,170
nor2_1,843
nor2b_1,102
nor3_1,206
o211ai_1,109
o21a_1,230
o21ai_0,597
o21bai_1,125
o31ai_1,104
or2_2,62
or3_1,75
xnor2_1,489
xor2_1,327
-- path summary, 6_finish.rpt --
kind | start | to | depth (start not counted)
min | b[31] | z[31] | 5
max | a[9] | z[31] | 374
-- routing by layer --
layer | GRT usage, % | up-vias
li1 | - | 35400
met1 | 61.9 | 35300
met2 | 66.8 | 4666
met3 | 12.3 | 1120
met4 | 31.3 | 6
met5 | 0.370 | -
-- final cells by class --
cell class / instances / area (um2)
antenna: 10 / 25.0
fill: 12100 / 57100
inverter: 362 / 1360
multi-input combinational: 8731 / 61100
tap: 1637 / 2050
timing repair buffer: 300 / 2510
-- placed cells by master, fill, tap and decap left out, drive strengths merged, types with 111 or more instances in the layout --
cell / Yosys / final
a211oi: 128 / 128
a21o: 473 / 473
a21oi: 970 / 970
a31oi: 166 / 166
buf: 75 / 207
ha: 997 / 997
inv: 362 / 362
mux2: 111 / 111
nand2: 1039 / 1039
nand3: 217 / 217
nand4: 170 / 170
nor2: 843 / 843
nor3: 208 / 208
o21a: 230 / 230
o21ai: 637 / 637
o21bai: 125 / 125
xnor2: 489 / 489
xor2: 329 / 329
-- where the power goes --
part	total, mW	internal, mW	switching (mW)
logic	0.518	0.213	0.305
registers	0	0	0
clock network	0.0000000304	0.0000000303	0
Power is estimated from default activity; no workload was simulated.
